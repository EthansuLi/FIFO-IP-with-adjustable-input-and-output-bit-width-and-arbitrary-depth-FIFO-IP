==> design/flow/design.v <==
module sync_fifo_sp#( 
	parameter W_WIDTH = 32,
	parameter R_WIDTH = 8 ,
	parameter DEPTH = 16
)(
	input						clk		,
	input						rst_n	,
	input						wr_en	,
	input		[W_WIDTH -1:0] 	din		,
	input						rd_en	,
	output  reg	[R_WIDTH -1:0]	dout	,
	output						wfull	,
	output						rempty	,
	output	reg [$clog2(DEPTH) :0]	fifo_cnt
);
localparam AW = $clog2(DEPTH);
reg [AW -1:0] w_ptr;
reg [AW -1:0] r_ptr;
generate 
if(W_WIDTH > R_WIDTH) begin  
	localparam SP_CNT = W_WIDTH/R_WIDTH ;
	reg [W_WIDTH -1:0] mem[0: DEPTH];
	reg  rd_flag;
	reg [$clog2(SP_CNT) -1:0] r_cnt;
	wire [W_WIDTH -1:0] mem_out;
	reg [W_WIDTH -1:0] shift_reg;
	always@(posedge clk or negedge rst_n) begin
		if(~rst_n)
			w_ptr <= 'd0;
		else if(wr_en && !wfull && w_ptr == DEPTH -1)
			w_ptr <= 'd0;
		else if(wr_en && !wfull)
			w_ptr <= w_ptr +1;
	end
	always@(posedge clk) begin
		if(wr_en && !wfull)
			mem[w_ptr] <= din;
	end
	always@(posedge clk or negedge rst_n) begin
		if(~rst_n)
			rd_flag <= 1'b0;
		else if(rd_en && !rempty)
			rd_flag <= 1'b1;
		else if(rd_flag && r_cnt == SP_CNT -1)
			rd_flag <= 1'b0;	
	end
	always@(posedge clk or negedge rst_n) begin
		if(~rst_n)
			r_cnt <= 'd0;
		else if(rd_flag && r_cnt == SP_CNT -1)
			r_cnt <= 'd0;
		else if(rd_flag)
			r_cnt <= r_cnt +1;
	end
	always@(posedge clk or negedge rst_n) begin
		if(~rst_n)
			r_ptr <= 'd0;
		else if(r_ptr == DEPTH -1)
			r_ptr <= 'd0;
		else if(rd_flag && r_cnt == SP_CNT -1)
			r_ptr <= r_ptr +1;
	end
	assign mem_out = mem[r_ptr];
	always@(*) begin
		if(~rst_n)
			shift_reg = 'd0;
		else if(rd_flag && r_cnt==0) 
			shift_reg = mem_out;
		else if(rd_flag)
			shift_reg = {{R_WIDTH{1'b0}}, shift_reg[W_WIDTH-1: R_WIDTH]};
		else
			shift_reg = shift_reg;
	end
	always@(*) begin
		if(~rst_n)
			dout = 'd0;
		else if(rd_flag)
			dout = shift_reg[R_WIDTH -1:0];
		else
			dout = dout;
	end 
	always@(posedge clk or negedge rst_n) begin
		if(~rst_n)
			fifo_cnt <= 'd0;
		else if(wr_en && !wfull && rd_flag && r_cnt == SP_CNT -1 && !rempty)
			fifo_cnt <= fifo_cnt;
		else if(wr_en && !wfull)
			fifo_cnt <= fifo_cnt +1;
		else if(rd_flag && r_cnt == SP_CNT -1 && !rempty)
			fifo_cnt <= fifo_cnt -1;
	end
end
else if(W_WIDTH > R_WIDTH) begin  
	localparam SP_CNT = R_WIDTH/W_WIDTH ;
	reg [R_WIDTH -1:0] mem[0: DEPTH];
	reg wr_flag;
	reg [R_WIDTH -1:0] shift_reg;
	reg [$clog2(SP_CNT) -1:0] w_cnt;
	always@(posedge clk or negedge rst_n) begin
		if(~rst_n)
			w_cnt <= 'd0;
		else if(wr_en && w_cnt == SP_CNT -1 && !wfull)
			w_cnt <= 'd0;
		else if(wr_en && !wfull)
			w_cnt <= w_cnt +1;
	end
	always@(posedge clk or negedge rst_n) begin
		if(~rst_n)
			shift_reg <= 'd0;
		else if(wr_en && !wfull)
			shift_reg <= {shift_reg[R_WIDTH-W_WIDTH-1: 0] , din};
	end
	always@(posedge clk or negedge rst_n) begin
		if(~rst_n)
			wr_flag <= 1'b0;
		else if(wr_en && w_cnt == SP_CNT -1 && !wfull)
			wr_flag <= 1'b1;
		else
			wr_flag <= 1'b0;
	end
	always@(posedge clk or negedge rst_n) begin
		if(~rst_n)
			w_ptr <= 'd0;
		else if(wr_flag && !wfull && w_ptr == DEPTH -1)
			w_ptr <= 'd0;
		else if(wr_flag && !wfull)
			w_ptr <= w_ptr +1;
	end
	always@(posedge clk or negedge rst_n) begin
		if(~rst_n)
			r_ptr <= 'd0;
		else if(rd_en && !rempty && r_ptr == DEPTH -1)
			r_ptr <= 'd0;
		else if(rd_en && !rempty)
			r_ptr <= r_ptr +1;
	end
	always@(posedge clk) begin
		if(wr_flag && !wfull)
			mem[w_ptr] <= shift_reg;
	end
	always@(posedge clk) begin
		if(rd_en && !rempty)
			dout <= mem[r_ptr];
	end
	always@(posedge clk or negedge rst_n) begin
		if(~rst_n)
			fifo_cnt <= 'd0;
		else if(wr_flag && !wfull && rd_en && !rempty)
			fifo_cnt <= fifo_cnt;
		else if(wr_flag && !wfull)
			fifo_cnt <= fifo_cnt + 1;
		else if(rd_en && !rempty)
			fifo_cnt <= fifo_cnt -1;
	end
end
else begin
reg [W_WIDTH -1:0] mem[0: DEPTH];
always@(posedge clk or negedge rst_n) begin
	if(~rst_n) begin
		w_ptr <= 'd0;
		r_ptr <= 'd0;
	end
	else begin
		if(wr_en && !wfull && w_ptr == DEPTH -1)
			w_ptr <= 'd0;
		else if(wr_en && !wfull)
			w_ptr <= w_ptr + 1;
		if(rd_en && !rempty && r_ptr == DEPTH -1)	
			r_ptr <= 'd0;
		else if(rd_en && !rempty)
			r_ptr <= r_ptr + 1;
	end
end
always@(posedge clk or negedge rst_n) begin
	if(rst_n && wr_en && !wfull)
		mem[w_ptr] <= din;
end
always@(posedge clk or negedge rst_n) begin
	if(~rst_n)
		dout <= 'd0;
	if(rd_en && !rempty)
		dout <= mem[r_ptr];
end
always @(posedge clk or negedge rst_n) begin
	if(~rst_n)
		fifo_cnt <= 'd0;
	else if(wr_en && !wfull && rd_en && !rempty)
		fifo_cnt <= fifo_cnt;
	else if(wr_en && !wfull)
		fifo_cnt <= fifo_cnt+1;
	else if(rd_en && !rempty)
		fifo_cnt <= fifo_cnt -1;
end
end
endgenerate
assign wfull = fifo_cnt == DEPTH;
assign rempty = fifo_cnt == 0;
endmodule
==> design/flow/run.sh <==
#!/bin/bash
# OpenROAD 26Q1-2900-gdf79404cd8, Yosys 0.63+post, stock flow scripts
make -C /OpenROAD-flow-scripts/flow DESIGN_CONFIG=/design/flow/config.mk WORK_HOME=/design/flow/orfs finish
==> design/flow/config.mk <==
export PLATFORM = sky130hd
export DESIGN_NAME = sync_fifo_sp
export DESIGN_NICKNAME = sync_fifo_sp
export VERILOG_FILES = /design/flow/design.v
export SDC_FILE = /design/flow/constraint.sdc
export NUM_CORES = 4
export LEC_CHECK = 1
export CORE_UTILIZATION = 40
==> design/flow/constraint.sdc <==
current_design sync_fifo_sp

set clk_period 16.3
set clk_io_pct 0.2

create_clock -name clk0 -period $clk_period [get_ports {clk}]

set non_clock_inputs [all_inputs -no_clocks]
set_input_delay [expr $clk_period * $clk_io_pct] -clock clk0 $non_clock_inputs
set_output_delay [expr $clk_period * $clk_io_pct] -clock clk0 [all_outputs]
==> results.tsv <==
stage	metric	value	unit
worst_setup_path	reg2regPathDepth	8	
cells_and_area	lay_top_count	edfxtp_1	
worst_setup_path	slowest_stage	or4_4	
floorplanning	ios	51	
worst_hold_path	min_path_type	flip-flop to flip-flop	
worst_setup_path	startpoint_type	flip-flop	
drt	drt_wl_total	46.4	mm
power_and_ir_drop	power.density	158	nW/um^2
synth	async_reset_ff_share	2.82	%
worst_setup_path	crit_start	fifo_cnt[1]$_DFFE_PN0P_	
drt	routedWlPerCell	25.0	um
floorplanning	row_count	84	
clock_network	cts_buffers	53	
clock_network	cts_resized	0	
worst_setup_path	r2r_end	fifo_cnt[4]$_DFFE_PN0P_	
drt	vias	10200	
power_and_ir_drop	p_leak	0.00806	uW
floorplanning	fp.dieW	233	um
cells_and_area	postLayoutCoreUtil	46.5	%
drt	antenna_left	0	
place	place_ws	10.73	ns
worst_setup_path	crit_path_end	rempty	
grt	antenna_found_initial	1	
worst_setup_path	slowest_delay	0.61	ns
grt	grt_overflow	0	
clock_network	post_cts_buffers	0	
place	gp_congestion	0.841	
sta	fmax	182	MHz
drt	drcViolationCount	0	
clock_network	cts_hold_buffers	0	
synth	yosys-stat-cells	1045	
synth	synth.avg_cell_area	20.5	um^2
worst_setup_path	endpoint_kind	output port	
synth	ys_warn_count	1	
worst_setup_path	cp_cell_sequence	or4_4, nor2_1, clkdlybuf4s50_1	
run	drv_cap	0	
sta	untimed_endpoints	48	
cells_and_area	syn_to_final_growth	14.6	%
grt	grt_max_degree	47	
synth	edf_count	512	
synth	synth_area	21400	um^2
sta	timing.slew.headroom	46.9	%
floorplanning	core_area	52800	um^2
place	portBuffers	50	
worst_setup_path	crit_buf_inv	1	
floorplanning	fp_util	40.6	%
synth	yosysUniqueCellTypes	45	
worst_setup_path	cp.arrival	2.23	ns
worst_setup_path	reg2reg_from	fifo_cnt[1]$_DFFE_PN0P_	
sta	worst_slew_pin_slew	0.797	ns
sta	finalSetupViolCount	0	
cells_and_area	largest_reg_flops	512	
run	warnings	29	
sta	finalCritPeriodShare	33.7	%
drt	dr.first_iter.drc_count	613	
power_and_ir_drop	p_clk_share	30.5	%
power_and_ir_drop	max-vdd-ir-drop	0.120	mV
synth	top_area_share	71.8	%
synth	synth-area-yosys	21400	um^2
power_and_ir_drop	p_int	2780	uW
power_and_ir_drop	switching_share	28.2	%
sta	setup_tns	0	ns
worst_setup_path	required	13.04	ns
sta	unclocked_pins	40	
sta	whs	0.561	ns
synth	flop_cell	edfxtp_1	
drt	firstDrtPassIters	21	
floorplanning	die_y	233	um
cells_and_area	final_area	24500	um^2
synth	synth_flops	568	
sta	drv_slew	0	
sta	finalHoldViolations	0	
grt	grt_pass1_wl	70.5	mm
worst_setup_path	crit_type	flip-flop to output port	
grt	grt_pass1_vias	11400	
sta	rsz0062_at_grt	false	
cells_and_area	lay_top_cells	edfxtp_1, mux4_2, mux2i_1	
synth	largest_area_cell	edfxtp_1	
clock_network	clkTransAtPathRegs	0.06	ns
outcome	outcome	completed	
worst_setup_path	crit_fanout	5	
worst_setup_path	cp_top_family	simple AND/OR/NAND/NOR gates	
power_and_ir_drop	combPwrFrac	24.3	%
sta	setup_ws	10.81	ns
synth	synth.area.top_cells	edfxtp_1, mux4_2, mux2i_1	
floorplanning	die-area	54400	um^2
sta	skew	0.0116	ns
power_and_ir_drop	p_sw	1090	uW
clock_network	cts_tree	built	
clock_network	insertion_delay	0.60	ns
worst_setup_path	crit_cells	3	
sta	layout_min_cycle_time	5.49	ns
grt	grtUsageTotal	19.5	%
synth	synthCells	1045	
worst_setup_path	r2r_setup_slack	13.62	ns
clock_network	clockBufferDepth	3	
clock_network	cts_root_buf	clkbuf_16	
clock_network	htreeDepth	2	
power_and_ir_drop	seqPwrFrac	45.2	%
place	place_area	22800	um^2
drt	viasPerCell	5.47	
place	post-dp-hpwl	27.4	mm
cells_and_area	drive_above_1_share	22.3	%
[Yosys cell counts, types with 2 or more instances]
master	n
a21o_1	4
a21oi_1	3
a221o_1	7
a221oi_1	23
a22o_1	10
a22oi_1	31
and2_1	11
and3_1	8
buf_1	5
buf_2	15
buf_4	9
buf_6	5
clkbuf_1	22
dfrtp_1	16
dlxtn_1	40
edfxtp_1	512
ha_1	10
inv_1	7
mux2_2	27
mux2_4	3
mux2i_1	62
mux4_2	98
nand2_1	33
nand2b_1	3
nand3_1	4
nand4_1	2
nor2_1	17
nor2b_1	3
nor3_1	6
o21ai_0	31
xnor2_1	4
[power by group through the flow]
stage	clock [uW]	sequential, uW	combinational [uW]
4_1_cts	1200	1760	964
5_1_grt	1250	1770	1030
6_report	1180	1750	943
[worst reg2reg max path, stage by stage, from the launching register on]
cell      delay [ns]
dfrtp_1         0.44
or4_4           0.61
o21a_4          0.29
clkinv_8        0.09
ha_1            0.26
a21o_1          0.19
a21o_1          0.21
or4_1           0.41
nand4_1         0.11
[cells by family (layout without fill, tap and decap cells)]
| family | after synthesis | after routing | synth area share [%] |
|---|---|---|---|
| AND/OR/NAND/NOR | 90 | 90 | 2.03 |
| flip-flops | 528 | 528 | 73.7 |
| latches | 40 | 40 | 2.81 |
| buffers and inverters | 66 | 188 | 1.66 |
| adder cells (fa/ha/maj) | 11 | 11 | 0.678 |
| multiplexers | 190 | 190 | 14.8 |
| AND-OR/OR-AND | 114 | 114 | 3.96 |
| other | 0 | 2 | 0 |
| XOR/XNOR | 6 | 6 | 0.333 |
[routing by layer]
layer / track usage (%) / part of all wire (%) / wire [um]
met3: 10.6 / 12 / 5400
met2: 29.4 / 49 / 22700
met4: 3.90 / 2.3 / 1060
met1: 27.0 / 37 / 17200
met5: 0.643 / 0.10 / 47
[stage by stage]
step | power [uW] | cells
floorplan | 2440 | 1045
global placement | 2730 | 1759
detailed placement | 2740 | 1759
CTS | 3920 | 1855
global route | 4050 | 1856
finish | 3880 | 1857
[layout make-up]
cell class | instances | area, um^2
diodes | 2 | 5.00
clock buffers | 72 | 1430
clock inverters | 24 | 248
fillers | 4395 | 28200
inverters | 8 | 42.5
multi-input cells | 411 | 4800
flip-flops and latches | 568 | 16400
well taps | 688 | 861
repair buffers | 84 | 756
[how the worst min path moves through the flow]
stage / from / endpoint / cells after the start
final: genblk1.r_cnt[0]$_DFFE_PN0P_ / genblk1.r_cnt[0]$_DFFE_PN0P_ / 2
after global routing: genblk1.r_cnt[1]$_DFFE_PN0P_ / genblk1.r_cnt[1]$_DFFE_PN0P_ / 2
after CTS: genblk1.r_cnt[0]$_DFFE_PN0P_ / genblk1.r_cnt[0]$_DFFE_PN0P_ / 2
Power is estimated from default activity; no workload was simulated.
